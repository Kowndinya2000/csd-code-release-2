==> flow/constraint.sdc <==
current_design ADD

set clk_period 14.5
set clk_io_pct 0.2

create_clock -name clk0 -period $clk_period

set non_clock_inputs [all_inputs -no_clocks]
set_input_delay [expr $clk_period * $clk_io_pct] -clock clk0 $non_clock_inputs
set_output_delay [expr $clk_period * $clk_io_pct] -clock clk0 [all_outputs]
==> flow/config.mk <==
export PLATFORM = sky130hd
export DESIGN_NAME = ADD
export DESIGN_NICKNAME = ADD
export VERILOG_FILES = /design/flow/design.v
export SDC_FILE = /design/flow/constraint.sdc
export NUM_CORES = 4
export LEC_CHECK = 1
export CORE_AREA = 10 10 94 94
export DIE_AREA = 0 0 104 104
==> flow/design.v <==
module ADD(data1, data2, sum);
    input [31:0] data1;
    input [31:0] data2;
    output [31:0]sum;
    reg [31:0]sum;
    always @(data1, data2)
        sum = data1 + data2;
endmodule
==> flow/run.sh <==
#!/bin/bash
# OpenROAD 26Q1-2900-gdf79404cd8, Yosys 0.63+post, stock flow scripts
make -C /OpenROAD-flow-scripts/flow DESIGN_CONFIG=/design/flow/config.mk WORK_HOME=/design/flow/orfs finish
==> impl_metrics.xml <==
<?xml version="1.0" encoding="UTF-8"?>
<metrics>
  <group name="yosys">
    <metric name="synth_top_cell_by_area" unit="">ha_1</metric>
    <metric name="synth_simple_gate_area_share" unit="%">18.3</metric>
    <metric name="synth_seq_share" unit="%">0</metric>
    <metric name="synthesis.area_per_instance" unit="um2">7.24</metric>
    <metric name="synth.yosys.warnings" unit="">1</metric>
    <metric name="synth_compound_gate_area_share" unit="%">39.3</metric>
    <metric name="yosys-mux-area-fraction" unit="%">1.15</metric>
    <metric name="yosys.cell_types.count" unit="">50</metric>
    <metric name="synth.cell_area" unit="um2">1740</metric>
    <metric name="synth.yosys.chip_area" unit="um2">1740</metric>
    <metric name="adder_share" unit="%">23.4</metric>
    <metric name="synth.yosys.num_cells" unit="">241</metric>
    <metric name="synth_cells" unit="">241</metric>
    <metric name="xor_area_share" unit="%">14.1</metric>
    <metric name="logic_family" unit="">AND-OR/OR-AND gates</metric>
    <metric name="synthTopCellsByArea" unit="">ha_1 (22%), a21oi_1 (8.3%), a21o_1 (8.2%), xor2_1 (7.5%), xnor2_1 (6.5%)</metric>
    <metric name="netlist.area_leader.share" unit="%">22.2</metric>
  </group>
  <group name="run_status">
    <metric name="outcome" unit="">complete, no violations</metric>
  </group>
  <group name="drt">
    <metric name="dr.first_iter.drc_count" unit="">115</metric>
    <metric name="final_antenna_net_count" unit="">0</metric>
    <metric name="drc" unit="">0</metric>
    <metric name="avgRoutedWirePerCell" unit="um">13.9</metric>
    <metric name="detail_route.wirelength" unit="mm">5.88</metric>
    <metric name="drtPass1Iterations" unit="">4</metric>
    <metric name="num_antenna_cells" unit="">0</metric>
    <metric name="detail_route.vias_per_cell" unit="">4.91</metric>
    <metric name="vias" unit="">2070</metric>
  </group>
  <group name="worst_setup_path">
    <metric name="timing_worst_setup_path_type" unit="">input pin to primary output</metric>
    <metric name="worstSetupStartpointType" unit="">input pin</metric>
    <metric name="cp_max_fo" unit="">4</metric>
    <metric name="critPathArrivalTime" unit="ps">5880</metric>
    <metric name="required" unit="ps">11600</metric>
    <metric name="critical_path_sink_type" unit="">primary output</metric>
  </group>
  <group name="pwr">
    <metric name="p_leak" unit="uW">0.00118</metric>
    <metric name="powerDensity" unit="nW/um2">48.0</metric>
    <metric name="worst_vdd_ir" unit="uV">22.5</metric>
  </group>
  <group name="final_timing">
    <metric name="final.min_clock_period" unit="ps">8780</metric>
    <metric name="final-setup-viol-count" unit="">0</metric>
    <metric name="finalHoldViolCount" unit="">0</metric>
    <metric name="timing.final.max_slew_violations" unit="">0</metric>
    <metric name="slew_headroom" unit="%">63.3</metric>
    <metric name="fmaxAchievable" unit="GHz">0.114</metric>
    <metric name="setup_total_negative_slack" unit="ps">0</metric>
    <metric name="worst_margin_slew" unit="ps">537</metric>
    <metric name="unrepaired_setup_endpoints_after_global_routing" unit="">no</metric>
    <metric name="period_used_share" unit="%">60.5</metric>
  </group>
  <group name="placement">
    <metric name="gp_congestion" unit="">0.819</metric>
    <metric name="buffer_ports.inserted" unit="">96</metric>
    <metric name="placement.cell_area" unit="um2">2780</metric>
    <metric name="hpwl" unit="mm">5.18</metric>
  </group>
  <group name="global_route">
    <metric name="grt_util_all_layers" unit="%">10.2</metric>
    <metric name="wire_length_of_the_first_global_routing_pass" unit="mm">9.70</metric>
    <metric name="globalRouteOverflowTotal" unit="">0</metric>
    <metric name="grt_max_degree" unit="">11</metric>
    <metric name="grt_antenna_before_repair" unit="">0</metric>
    <metric name="vias_in_the_first_global_route" unit="">2044</metric>
  </group>
  <group name="cts">
    <metric name="post_cts.resized_instances" unit="">0</metric>
    <metric name="post_cts.repair.setup_buffers" unit="">0</metric>
    <metric name="holdBufCountCts" unit="">0</metric>
  </group>
  <group name="cells_and_area">
    <metric name="layout.cells.most_common_list" unit="">clkdlybuf4s50_1 (96), ha_1 (31), a21oi_1 (29)</metric>
    <metric name="num-clock-buffers" unit="">0</metric>
    <metric name="nFillCells" unit="">728</metric>
    <metric name="utilization" unit="%">40.7</metric>
    <metric name="register_area" unit="um2">0</metric>
    <metric name="layout_top_cell_excl_fill_tap" unit="">clkdlybuf4s50_1</metric>
    <metric name="final_layout_size_suffix_gt1_share" unit="%">3.07</metric>
    <metric name="logic_area" unit="um2">1680</metric>
    <metric name="n_sequential_cell" unit="">0</metric>
    <metric name="finish.instance_area" unit="um2">2780</metric>
    <metric name="synthToLayoutAreaGrowth" unit="%">59.5</metric>
  </group>
  <group name="job">
    <metric name="maxCapViolCount" unit="">0</metric>
    <metric name="tool_warnings" unit="">32</metric>
  </group>
  <group name="floorplan">
    <metric name="io_count" unit="">96</metric>
    <metric name="die_area" unit="um2">10800</metric>
    <metric name="die_h" unit="um">104</metric>
    <metric name="initial_core_util" unit="%">25.5</metric>
    <metric name="core-area" unit="um2">6830</metric>
    <metric name="horiz_die_dim" unit="um">104</metric>
    <metric name="rows" unit="">30</metric>
  </group>
  <group name="hold_path">
    <metric name="min_delay_path_depth" unit="">3</metric>
    <metric name="hp-class" unit="">input pin to primary output</metric>
    <metric name="timing.hold.worst_endpoint" unit="">sum[0]</metric>
    <metric name="timing.hold.worst.start" unit="">data2[0]</metric>
  </group>
</metrics>
[cell families after synthesis]
kind of cell | after synthesis
AOI/OAI and AO/OA | 97
and+or+nand+nor | 65
xor gates and xnor gates | 28
muxes | 2
buffers and inverters | 17
adders and majority gates | 32
[cell type report]
class	count	area share [%]
inverters	6	0.810
multi-input cells	224	60.3
well taps	96	4.32
repair buffers	96	34.5
[synthesized netlist by cell type, types with 3 or more instances]
master and count:
ha_1 31, o21bai_1 4, a21oi_1 29, a211oi_1 3, nand3_1 10, o211ai_1 3, nand4_1 8, xnor2_1 13
nor2_1 12, a21o_1 19, o21ai_0 13, a31oi_1 3, inv_1 6, nor3_1 4, clkbuf_1 8, or2_2 3
nand2_1 18, xor2_1 15
[report_power, final]
| part | internal (uW) | leakage, uW | switching (uW) |
|---|---|---|---|
| clock network | 0 | 0 | 0 |
| logic | 80.3 | 0.00118 | 53.2 |
| registers | 0 | 0 | 0 |
[critical path: stages]
cell             delay, ps
clkdlybuf4s50_1        400
ha_1                   240
fa_1                   400
a21o_1                 220
a31o_2                 270
nand3_1                 90
o221ai_1               240
a311oi_1               340
o21bai_1               100
xor2_1                 160
clkdlybuf4s50_1        490
[worst max path at each step]
stage	startpoint	end	slack (ps)	cells past startpoint
4_1_cts	data1[0]	sum[26]	5710	11
5_1_grt	data1[0]	sum[26]	5520	11
6_report	data1[0]	sum[26]	5720	11
[per-layer routing]
metal,vias up,GRT usage (%),share of wire [%]
met5,-,0,0
met4,0,0,0
met3,0,1.94,5.2
met2,54,16.6,44
met1,929,14.4,50
li1,1087,-,-
[per-stage QoR]
step / hold WS [ps] / total power [uW] / setup WS (ps) / cells
after floorplan: 5870 / 64.1 / 6870 / 241
after global placement: 6830 / 135 / 5780 / 422
after detailed placement: 6840 / 134 / 5720 / 422
after CTS: 6850 / 135 / 5710 / 422
after global routing: 6850 / 148 / 5520 / 422
final: 6840 / 133 / 5720 / 422
Power is estimated from default activity; no workload was simulated.
