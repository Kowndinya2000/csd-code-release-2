**flow/design.v**
```verilog
module MUX(mux_in_1,mux_in_2,sel,mux_out);
    input [31:0] mux_in_1;
    input [31:0] mux_in_2;
    input sel;
    output [31:0] mux_out;
    reg [31:0] mux_out;
    always @(mux_in_1,mux_in_2,sel)
        if(sel==1'b0)
            mux_out=mux_in_1;
        else
            mux_out=mux_in_2;
endmodule
```
**flow/run.sh**
```bash
#!/bin/bash
# OpenROAD 26Q1-2900-gdf79404cd8, Yosys 0.63+post, stock flow scripts
make -C /OpenROAD-flow-scripts/flow DESIGN_CONFIG=/design/flow/config.mk WORK_HOME=/design/flow/orfs finish
```
**flow/config.mk**
```make
export PLATFORM = sky130hd
export DESIGN_NAME = MUX
export DESIGN_NICKNAME = MUX
export VERILOG_FILES = /design/flow/design.v
export SDC_FILE = /design/flow/constraint.sdc
export NUM_CORES = 4
export LEC_CHECK = 1
export CORE_AREA = 10 10 71 71
export DIE_AREA = 0 0 81 81
```
**flow/constraint.sdc**
```tcl
current_design MUX

set clk_period 1.0
set clk_io_pct 0.2

create_clock -name clk0 -period $clk_period

set non_clock_inputs [all_inputs -no_clocks]
set_input_delay [expr $clk_period * $clk_io_pct] -clock clk0 $non_clock_inputs
set_output_delay [expr $clk_period * $clk_io_pct] -clock clk0 [all_outputs]
```
==> results.txt <==
Fraction of layout cells with a size suffix above 1 -> 53.96%
Static Leak -> 0.8722 nW
Area reported by Yosys stat -> 544.3 um^2
Storage cell area -> 0 um^2
Internal power -> 0.0004867 W
Largest net degree at the start of global routing -> 11
Seq_cells -> 0
Hold Path Class -> in2out
Vias in the first global route -> 764
Period utilization -> 117.9%
Fmax -> 0.8481 GHz
Synth top area share -> 82.76%
CP Launch Point -> sel
Max Transition Viols Final -> 0
DR vias/cell -> 3.824
Max-cap violation count -> 0
Avg Inst Size Synth -> 15.12 um^2
Pre-CTS setup slack -> -512.3 ps
Layout area overhead -> 192.2%
Die H -> 81 um
Total net switching power -> 0.0001371 W
Crit path launch type -> input pin
Mapped Area -> 544.3 um^2
1st-iter DRT viols -> 3
Die area -> 6561 um^2
Clk pwr share -> 0%
Reg power frac -> 0%
Fillcell total -> 357
Most used cell, CP -> buf_12
Setup Viol. Count Final -> 32
DIE WIDTH -> 81 um
Crit path to -> mux_out[4]
Ports -> 97
YS warnings -> 1
Post-DP HPWL -> 2.496 mm
Tool warnings -> 34
FP Core Util -> 14.98%
Failing checks -> setup timing
Crit path cell chain -> buf_12 > buf_12 > buf_12 > mux2_4 > buf_6
Synth area leader -> mux2_4
Number of cells in Yosys stat -> 36
Gate power share -> 100.0%
Area of the core -> 3633 um^2
Crit path time final -> 1179 ps
Tot GR Track Use -> 7.789%
Finished layout cell area -> 1590 um^2
Hold-fix buffers, CTS -> 0
Least-Margin Pin Slew -> 86.96 ps
Sw Share -> 21.97%
GRT Residual Overflow -> 0
Critical Path RT -> 800 ps
Synth cell types -> 4
Placer congestion estimate -> 0.8322
Final design utilization -> 43.77%
DP Area -> 1539 um^2
Outcome -> complete, but fails checks
Cells after synthesis -> 36
Cell Rows -> 22
Worst VDD drop -> 168.8 uV
Clock buffer cells -> 0
Setup crit end kind -> output port
Kind of critical path -> in2out
Final Hold Fails -> 0
Synth top area cells -> mux2_4 83%, buf_12 11%, mux2_2 4.1%
DR pass1 iterations -> 2
Vias -> 715
Number of antenna diodes -> 0
Largest stage delay, worst path -> 290 ps
Max_slew headroom -> 94.20%
Port Buf Inserts -> 97
PD cells -> 392.3 nW/um^2
Avg WL per Cell -> 15.39 um
Critical path data arrival time -> 980 ps
Initial antenna violation count -> 0
Max FO, Critical Path -> 6
Antenna viol nets, final -> 0
Final setup margin -> -179.1 ps
First-pass GRT wire length -> 4.140 mm
DRC violations left -> 0
Final Power -> 0.0006238 W
Seq/Total Area, Yosys -> 0%
Worst path slowest cell -> mux2_4
RSZ-0062 raised after global routing -> true
Drt total wl -> 2.877 mm
Yosys cell counts:
library cell and n:
buf_12 3, buf_6 1, mux2_2 2, mux2_4 30
power groups by stage:
stage,logic (W),clock network [W],registers (W)
4_1_cts,0.000614,0,0
5_1_grt,0.000666,0,0
6_report,0.000624,0,0
worst min path at each step:
stage         cells past startpoint          from           to  slack (ps)
finish                            3  mux_in_2[29]  mux_out[29]         690
global route                      3  mux_in_1[29]  mux_out[29]         720
CTS                               3           sel  mux_out[29]         750
kinds of logic after synthesis:
family	after synthesis	share of synthesized area, %
buffers and inverters	4	13.10
muxes	32	86.90
final cells by class:
cell class / count / area (um^2) / share of cell area, %
tap: 48 / 60.06 / 3.777
multi-input combinational: 32 / 476.7 / 29.98
timing repair buffer: 107 / 1054 / 66.25
per-stage QoR:
| step | hold slack (ps) | cells | setup TNS (ps) |
|---|---|---|---|
| after floorplan | 497.7 | 36 | 0 |
| after global placement | 1175 | 179 | -15610 |
| after detailed placement | 1186 | 179 | -15810 |
| after CTS | 750.9 | 186 | -3621 |
| after global routing | 716.7 | 187 | -3864 |
| final | 690.5 | 187 | -3304 |
critical path: cells and delay by family:
family | cells | cell delay (ps)
buffers and inverters | 4 | 480
muxes | 1 | 290
timing repair:
item,4_1_cts,5_1_grt
resized,171,10
endpoints found under the setup margin,32,32
gates cloned,2,0
buffers inserted,5,1
pin swaps,0,0
placed cells by master (no fill, tap or decap):
cell type / netlist / final
mux2_4: 30 / 31
buf_6: 1 / 23
buf_12: 3 / 4
buf_4: 0 / 1
mux2_2: 2 / 1
dlygate4sd2_1: 0 / 51
clkdlybuf4s50_1: 0 / 9
buf_2: 0 / 13
dlymetal6s2s_1: 0 / 4
buf_16: 0 / 2
layer usage:
metal | vias up | wire (um) | track usage [%]
met4 | 0 | 0 | 0
met2 | 50 | 1452 | 14.25
met1 | 320 | 1075 | 9.026
met3 | 0 | 350 | 2.784
met5 | - | 0 | 0
li1 | 345 | - | -
No activity file was given, so power comes from the tool's default toggle rates.
